==> run.sh <==
#!/bin/bash
# OpenROAD 26Q1-2900-gdf79404cd8, Yosys 0.63+post, stock flow scripts
make -C /OpenROAD-flow-scripts/flow DESIGN_CONFIG=/design/flow/config.mk WORK_HOME=/design/flow/orfs finish
==> config.mk <==
export PLATFORM = sky130hd
export DESIGN_NAME = add_sub
export DESIGN_NICKNAME = add_sub
export VERILOG_FILES = /design/flow/design.v
export SDC_FILE = /design/flow/constraint.sdc
export NUM_CORES = 4
export LEC_CHECK = 1
export CORE_AREA = 10 10 319 319
export DIE_AREA = 0 0 329 329
==> constraint.sdc <==
current_design add_sub

set clk_period 11.5
set clk_io_pct 0.2

create_clock -name clk0 -period $clk_period [get_ports {clk}]

set non_clock_inputs [all_inputs -no_clocks]
set_input_delay [expr $clk_period * $clk_io_pct] -clock clk0 $non_clock_inputs
set_output_delay [expr $clk_period * $clk_io_pct] -clock clk0 [all_outputs]
==> design.v <==
`timescale 1ns / 1ns
module add_sub (m_out,  
                m1,     
				m2, 
				select_op, enable, reset, clk); 
output reg [255:0] m_out;  
input wire [255:0] m1; 
input wire [255:0] m2;
input wire select_op, enable, clk, reset;
reg [15:0] mA [3:0][3:0];  
reg [15:0] mB [3:0][3:0];  
reg [15:0] mR [3:0][3:0];  
integer row, col;  
integer sum;  
always @ (posedge clk)
  begin
	if(enable)  
	  begin
		for(row = 0; row < 4; row=row+1)  
		  begin
			for(col = 0; col < 4; col=col+1)
			  begin
				mA[row][col] = m1[ (col*16 + row*64) +15 -: 16 ];  
			  end  
		  end  
		for(row = 0; row < 4; row=row+1)  
		  begin
			for(col = 0; col < 4; col=col+1)
			  begin
				mB[row][col] = m2[ (col*16 + row*64) +15 -: 16 ];  
			  end  
		  end  
	    for(row = 0; row < 4; row=row+1)  
	      begin
		    for(col = 0; col < 4; col=col+1)
		      begin
			    if(select_op)             
				  begin
				    mR[row][col] = mA[row][col] - mB[row][col];  
				  end  
			    else                      
				  begin
					mR[row][col] = mA[row][col] + mB[row][col];  
				  end  
		      end  
	      end  
	    for(row = 0; row < 4; row=row+1)  
	      begin
		    for(col = 0; col < 4; col=col+1)
		      begin
		    	m_out[ (col*16 + row*64) +15 -: 16 ] = mR[row][col];
		      end  
	      end  
	  end  
	else  
	  begin
		m_out = 256'bz;  
	  end  
  end  
endmodule
==> results_tabular.tex <==
% Table of physical implementation metrics
\begin{tabular}{lr}
\hline
Metric & Value \\
\hline
\multicolumn{2}{l}{\textbf{Layout}} \\
Largest register FFs & 256 \\
Highest-count cells in the layout ignoring fill and taps & clkdlybuf4s50\_1 (768), xnor2\_1 (361), a21oi\_1 (272) \\
Finished layout cell area & 30900 sq um \\
Most common logic cell in the routed design & clkdlybuf4s50\_1 \\
Layout filler cell count & 9780 \\
Signed area change from the synthesized netlist to the final layout & 52.3\% \\
Share of post-route cells with drive strength above 1 & between 2 and 3\% \\
\multicolumn{2}{l}{\textbf{Critical path}} \\
Required @ worst endpoint & 12.01 ns \\
Worst path arrival time & 6.29 ns \\
Element type at the critical path end & flop \\
Cell repeated most along the worst path & buf\_4 \\
Max incr delay on CP & 0.58 ns \\
Setup Crit Path Kind & input port to flop \\
Worst-path fanout max & approximately 50 \\
Worst path slowest cell & buf\_4 \\
List of cells traversed by the critical path & clkbuf\_8 > buf\_4 > buf\_4 > mux2i\_1 > ha\_1 > nor2b\_1 > o211ai\_2 > a31oi\_1 > o41a\_1 > a41o\_1 > a221o\_1 > a21oi\_1 > xnor2\_1 \\
Critical path startpoint category & input port \\
\multicolumn{2}{l}{\textbf{Floorplan}} \\
Placeable core region & 94900 sq um \\
Floorplan core density & roughly a fifth \\
Horizontal die dimension & $\sim$330 microns \\
Die H & 329 microns \\
Die footprint & 108000 sq um \\
Count of boundary I/O pins & 772 \\
Row cnt & about 110 \\
\multicolumn{2}{l}{\textbf{GRT}} \\
Largest net degree at the start of global routing & $\sim$56 \\
Grt ovf & 0 \\
Global-route wire length before repair & approximately 120 mm \\
Antenna violations before repair & 20 \\
Via count of the first global-routing pass & 19500 \\
Total global-route track usage & 15.3\% \\
\multicolumn{2}{l}{\textbf{STA}} \\
Post-route setup TNS & 0 ns \\
Final-report hold violation count & 0 \\
Time the worst path needs with I/O delays and setup & 5.79 ns \\
Unrepaired setup endpoints after global routing & false \\
Worst relative slew slack & between 30\% and 40\% \\
Final-report setup violation count & 0 \\
Fin crit share & 50.3\% \\
Top achievable clock speed & 0.173 GHz \\
Number of max-slew violations in the final report & 0 \\
Measured slew at the worst slew-check pin & 0.902 ns \\
\multicolumn{2}{l}{\textbf{Placement}} \\
Post-detailed-placement half-perimeter wirelength & 74.0 mm \\
Number of input and output port buffers inserted & just under 800 \\
Cell area after placement & between 20000 and 30000 sq um \\
RePlAce Congestion & 0.940 \\
\multicolumn{2}{l}{\textbf{Clocking}} \\
Count of H-tree levels built during CTS & 2 \\
TritonCTS clock tree & done \\
Cell chosen for the clock root & clkbuf\_16 \\
TritonCTS Sinks & 256 \\
Number of buffers added by the clock tree synthesis step & 38 \\
Bufs on Longest Clock Path & 3 \\
Hold-fix buffer count after cts & 0 \\
Gates resized, CTS repair & 0 \\
Post-CTS clock slew at the launch and capture registers of the worst setup and hold paths & 0.06 ns \\
Number of buffers inserted to repair setup after CTS & 0 \\
\multicolumn{2}{l}{\textbf{Logic synthesis}} \\
Synthesized area per cell & $\sim$8.3 sq um \\
Post-Syn Area & 20300 sq um \\
Number of synthesis warnings & 5 \\
Post-synth seq share & 25.3\% \\
FF+latch count, synth & 256 \\
Cell count in the Yosys report & 2454 \\
Share of async-settable or async-resettable flops after synthesis & 0\% \\
Total cell area reported by yosys after synthesis & 20300 sq um \\
Distinct cells, synth & 59 \\
Top flip-flop cell by instance count after synthesis & dfxtp\_1 \\
Post-Syn Instances & 2454 \\
Flip-flops with a built-in enable & 0 \\
\multicolumn{2}{l}{\textbf{Drt}} \\
Average wire length per cell after detail routing & 18.8 microns \\
Number of violations reported at the end of detailed-routing iteration 0 & 894 \\
Number of detailed-routing iterations run before antenna repair & 5 \\
Post-detailed-route DRC marker count & 0 \\
ANT nets after route & 0 \\
Via count & 19700 \\
WL final & 85.6 mm \\
Average via count per standard cell & approximately 4.3 \\
\multicolumn{2}{l}{\textbf{Power}} \\
Leakage component of the power & 0.0126 uW \\
Max VDD drop & $\sim$0.00010 V \\
Power per cell area & 144 nW/um\^{}2 \\
\multicolumn{2}{l}{\textbf{Hold path}} \\
Hold Startpoint & m1[16] \\
Worst hold path class & input port to flop \\
Worst min-delay path endpoint & m\_out[16]\$\_DFF\_P\_ \\
Number of stages on the worst hold path & 4 \\
\multicolumn{2}{l}{\textbf{Run}} \\
Number of warnings in the stage logs & 27 \\
Max Cap Viol & 0 \\
\multicolumn{2}{l}{\textbf{Outcome}} \\
Outcome & finished clean \\
\hline
\end{tabular}
critical path, delay by kind of cell:
kind,cells,cell delay [ns]
AOI/OAI and AO/OA,6,1.43
xor gates and xnor gates,1,0.14
adders and majority gates,1,0.30
buffers and inverters,3,1.42
muxes,1,0.45
and+or+nand+nor,1,0.15
area by class of cell:
type | instances | area, sq um | share of cell area, %
well taps | 1265 | 1580 | 5.13
multi-input cells | 1989 | 14300 | 46.5
flip-flops and latches | 256 | 5120 | 16.6
clock buffers | 50 | 1080 | 3.49
diodes | 9 | 22.5 | 0.0730
clock inverters | 18 | 265 | 0.860
repair buffers | 778 | 7770 | 25.2
inverters | 178 | 668 | 2.17
metrics by stage:
step                worst slack, ns  util (%)  total power, uW  hold slack [ns]  instances
floorplan                      6.09         -             2070             2.47       2454
global placement               5.12      31.1             3210             2.95       4466
detailed placement             5.10      31.1             3200             2.95       4466
CTS                            5.74      32.5             4540             2.31       4534
global route                   5.45      32.5             4740             2.36       4538
finish                         5.71      32.5             4450             2.37       4543
logic make-up after synthesis:
group	after synthesis	share of synthesized area, %
and+or+nand+nor	633	14.5
muxes	16	0.791
buffers and inverters	209	3.88
AOI/OAI and AO/OA	628	19.1
xor gates and xnor gates	440	19.0
adders and majority gates	272	17.4
DFF	256	25.3
report_power, final:
group / total (uW) / leakage (uW) / internal, uW / switching, uW
logic: 1900 / 0.00977 / 1100 / 801
registers: 1270 / 0.00216 / 1180 / 91.4
clock network: 1280 / 0.000636 / 795 / 488
layer usage:
layer	share of wire [%]	global-route usage, %
met5	0.18	0
met4	2.5	3.32
met3	10	5.99
met2	48	25.9
met1	40	18.1
cell usage after synthesis (3+ instances only):
cell type / count / area, sq um
a211oi_2: 3 / 37.5
inv_1: 177 / 664
nand3_1: 35 / 175
nor3b_2: 3 / 37.5
a211o_1: 3 / 26.3
a211oi_1: 3 / 22.5
nand2b_1: 46 / 288
nor2b_1: 31 / 194
o21bai_1: 35 / 263
o21ai_1: 44 / 220
fa_1: 16 / 320
o211ai_1: 9 / 67.6
nor2_1: 256 / 961
ha_1: 256 / 3200
a21oi_2: 3 / 26.3
nand2_1: 101 / 379
o41ai_2: 4 / 65.1
nand4_1: 8 / 50.1
o21ai_0: 41 / 205
a221o_1: 4 / 40.0
xor2_1: 79 / 692
and2_1: 5 / 31.3
or3_1: 11 / 68.8
o21a_1: 47 / 353
nor3_1: 96 / 480
o31ai_1: 6 / 45.0
xnor2_1: 361 / 3160
o41a_1: 3 / 33.8
a21oi_1: 272 / 1360
a21o_1: 59 / 443
nor4_1: 20 / 125
and3_1: 7 / 43.8
o31a_1: 8 / 70.1
or2_1: 3 / 18.8
or2_2: 3 / 18.8
o22ai_1: 3 / 18.8
mux2i_1: 16 / 160
dfxtp_1: 256 / 5120
a31oi_1: 58 / 363
clkbuf_1: 26 / 97.6
nor3b_1: 7 / 52.6
o211ai_2: 3 / 37.5
a41o_1: 6 / 60.1
buf_1: 4 / 15.0
worst max-delay path by stage:
stage	from	endpoint	slack, ns	depth (start not counted)
4_1_cts	m2[176]	m_out[191]$_DFF_P_	5.74	17
5_1_grt	m2[176]	m_out[191]$_DFF_P_	5.45	17
6_report	select_op	m_out[15]$_DFF_P_	5.71	13
Power is estimated from default activity; no workload was simulated.
