--- flow/config.mk ---
export PLATFORM = sky130hd
export DESIGN_NAME = scale_matrix
export DESIGN_NICKNAME = scale_matrix
export VERILOG_FILES = /design/flow/design.v
export SDC_FILE = /design/flow/constraint.sdc
export NUM_CORES = 4
export LEC_CHECK = 1
export CORE_UTILIZATION = 30
--- flow/constraint.sdc ---
current_design scale_matrix

set clk_period 8.3
set clk_io_pct 0.2

create_clock -name clk0 -period $clk_period [get_ports {clk}]

set non_clock_inputs [all_inputs -no_clocks]
set_input_delay [expr $clk_period * $clk_io_pct] -clock clk0 $non_clock_inputs
set_output_delay [expr $clk_period * $clk_io_pct] -clock clk0 [all_outputs]
--- flow/design.v ---
`timescale 1ns / 1ns
module scale_matrix (m_out,      
                     matrix,     
				     scalar, 
				     enable, reset, clk); 
input wire [255:0] matrix; 
input wire [7:0]   scalar;
input wire enable, reset, clk;
reg [15:0] m [3:0][3:0];  
reg [15:0] m_result [3:0][3:0];  
output reg [255:0] m_out;  
integer row, col;  
always @ (posedge clk)
  begin
	if(enable)  
	  begin
		for(row = 0; row < 4; row=row+1)  
		  begin
			for(col = 0; col < 4; col=col+1)
			  begin
				m[row][col] = matrix[ (col*16 + row*64) +15 -: 16 ];  
			  end  
		  end  
	    for(row = 0; row < 4; row=row+1)  
	      begin
		    for(col = 0; col < 4; col=col+1)
		      begin
			    m_result[row][col] = (scalar) * (m[row][col]);
		      end  
	      end  
	    for(row = 0; row < 4; row=row+1)  
	      begin
		    for(col = 0; col < 4; col=col+1)
		      begin
		    	m_out[ (col*16 + row*64) +15 -: 16 ] = m_result[row][col];
		      end  
	      end  
	  end  
	  else  
	    begin
	      m_out = 256'bz;  
	    end  
  end  
endmodule
--- flow/run.sh ---
#!/bin/bash
# OpenROAD 26Q1-2900-gdf79404cd8, Yosys 0.63+post, stock flow scripts
make -C /OpenROAD-flow-scripts/flow DESIGN_CONFIG=/design/flow/config.mk WORK_HOME=/design/flow/orfs finish
==> results.sh <==
# yosys + openroad results
export IMPL_die_w_um=408.5
export IMPL_syn_area_um2=49580
export IMPL_first_pass_iters=7
export IMPL_largest_register_ffs=256
export IMPL_post_cts_buffers=0
export IMPL_cts_resized=0
export IMPL_outcome="complete, no violations"
export IMPL_topCellsByArea="fa_1 (39%), and2_1 (14%), dfxtp_1 (10%)"
export IMPL_final_hold_violation_count=0
export IMPL_ff_type="dfxtp_1"
export IMPL_cp_arrival_ns=6.47
export IMPL_end_kind="register"
export IMPL_holdCritPathClass="primary input to register"
export IMPL_grt_pass1_wl_mm=210.7
export IMPL_dpl_hpwl_mm=99.57
export IMPL_ys_chip_area_um2=49580
export IMPL_antenna_found_initial=28
export IMPL_avgSynthCellArea_um2=9.106
export IMPL_path_buffers=5
export IMPL_drc=0
export IMPL_vias=35726
export IMPL_edf_count=0
export IMPL_timing_fmax_ghz=0.1680
export IMPL_ant_nets=0
export IMPL_cp_start_kind="primary input"
export IMPL_dp_slack_ns=1.649
export IMPL_critPathTopFamily="adder cells"
export IMPL_ys_warn_count=4
export IMPL_yosys_stat_cells=5445
export IMPL_gr_usage_all_layers=0.1654
export IMPL_crit_slowest_cell="fa_1"
export IMPL_ir_worst_vdd_mv=0.2357
export IMPL_num_rows=148
export IMPL_clkTransAtPathRegs_ns=0.06
export IMPL_synth_cell_types=32
export IMPL_slew_violations=0
export IMPL_coreArea_um2=163300
export IMPL_area_growth_synth_to_final_pct=18.09
export IMPL_port_buffers=520
export IMPL_async_reset_ff_frac=0
export IMPL_layout_drive_gt1_share=0.01868
export IMPL_path_common_cell="fa_1"
export IMPL_relSlewSlack=0.5997
export IMPL_viasPerCell=4.428
export IMPL_initCoreUtil=0.3036
export IMPL_ios=523
export IMPL_tightest_slew_ns=0.5954
export IMPL_htreeDepth=2
export IMPL_path_cells="buf_6 -> buf_12 -> nand2_1 -> fa_1 -> fa_1 -> inv_1 -> fa_1 -> inv_1 -> fa_1 -> inv_1 -> ha_1 -> o21a_1 -> o31a_1 -> nor4_1 -> o31ai_1 -> a31oi_1 -> xnor2_1"
export IMPL_cts_buffer_depth=3
export IMPL_chipArea_um2=166900
export IMPL_numClockSinks=256
export IMPL_netlist_instances=5445
export IMPL_numCtsBuffers=41
export IMPL_finalPower_mw=14.72
export IMPL_power_frac_clock=0.124
export IMPL_grt_max_degree=95
export IMPL_seq_power_share=0.145
export IMPL_synth_top_cell_by_area="fa_1"
export IMPL_hold_worst_slack_ns=1.640
export IMPL_cts_tree="done"
export IMPL_first_iter_violations=1296
export IMPL_wl_per_cell_um=15.77
export IMPL_grt_overflow=0
export IMPL_cts_root_buf="clkbuf_16"
export IMPL_postCtsHoldBufs=0
export IMPL_cap_viol_max_count=0
export IMPL_rsz0062_at_grt="no"
export IMPL_p_sw_mw=6.352
export IMPL_fin_crit_sh=0.7172
export IMPL_ys_seq_share=0.1034
export IMPL_die_y_um=408.5
export IMPL_postLayoutCoreUtil=0.3585
export IMPL_setup_violations=0
export IMPL_power_density_nw_per_um2=251.4
export IMPL_crit_fanout=83
export IMPL_openroad_warnings=27
export IMPL_wl_mm=127.3
export IMPL_top_area_frac=0.3876
export IMPL_fin_ws_ns=2.347
export IMPL_critPathRequiredTime_ns=8.82
export IMPL_combPwrFrac=0.731
export IMPL_routabilityCongestion=0.8848
export IMPL_setup_tns_final_ns=0
export IMPL_leakagePower_nw=27.72
export IMPL_fin_crit_ns=5.953
export IMPL_p_int_mw=8.366
export IMPL_ys_ff=256
export IMPL_slowest_delay_ns=0.54
export IMPL_path_class="primary input to register"
export IMPL_swShare=0.4316
export IMPL_grt_pass1_vias=38376
[kinds of logic (layout without fill, tap and decap cells)]
logic type	count (synthesis)	in the layout	synth area share
simple gates	1792	1792	0.1958
buf+inv	1286	1730	0.09784
xor+xnor	360	360	0.06359
compound gates	407	407	0.05494
other cells	0	4	0
fa+ha+maj	1344	1344	0.4845
flops	256	256	0.1034
[metal layers]
metal	routed length (um)	part of all wire	GRT usage	vias up
met5	274	0.0022	0	-
met4	2186	0.017	0.02370	46
met3	10800	0.085	0.06130	148
met2	58440	0.46	0.2582	960
met1	55560	0.44	0.2298	17622
li1	-	-	-	16950
[final timing paths]
check	start	end	slack, ns	cells past startpoint
worst max-delay path	scalar[3]	m_out[63]	2.35	17
worst min-delay path	scalar[0]	m_out[0]	1.64	2
[power groups by stage]
stage	Combinational (mW)	Sequential, mW	Clock, mW
finish	10.8	2.13	1.83
global route	12.3	2.19	1.94
CTS	11.0	2.15	1.91
[area by class of cell]
cell class	count	area, um2
Timing Repair Buffer	547	5537
Clock buffer	54	1157
Multi-Input combinational cell	3903	39610
Fill cell	16367	104800
Clock inverter	19	227.7
Inverter	1110	4167
Sequential cell	256	5125
Tap cell	2175	2721
Antenna cell	4	10.01
[placed cells by master (no fill, tap or decap), types with 6 or more instances in the layout]
master,count
clkdlybuf4s50_1,512
buf_6,6
nand2b_1,17
dfxtp_1,256
o31a_1,16
a31oi_1,16
a21oi_1,79
o21a_1,71
inv_1,1110
nor2b_1,19
o31ai_1,35
buf_4,18
nor3_1,16
o21ai_0,73
fa_1,960
clkbuf_1,7
xnor2_1,280
xor2_1,80
and2_1,1116
a21o_1,67
nand2_1,513
a211oi_1,24
nor2_1,88
ha_1,384
clkbuf_16,43
buf_12,9
clkinv_2,6
nor4_1,13
o21bai_1,17
[synth_stat cells, types with 17 or more instances]
| cell | number |
|---|---|
| a211oi_1 | 24 |
| a21o_1 | 67 |
| a21oi_1 | 79 |
| and2_1 | 1116 |
| buf_2 | 19 |
| clkbuf_1 | 157 |
| dfxtp_1 | 256 |
| fa_1 | 960 |
| ha_1 | 384 |
| inv_1 | 1110 |
| nand2_1 | 513 |
| nand2b_1 | 17 |
| nor2_1 | 88 |
| nor2b_1 | 19 |
| o21a_1 | 71 |
| o21ai_0 | 73 |
| o21bai_1 | 17 |
| o31ai_1 | 35 |
| xnor2_1 | 280 |
| xor2_1 | 80 |
[per-stage QoR]
stage | cell area [um2] | instances
global route | 58550 | 8067
floorplan | 49580 | 5445
global placement | 57160 | 7991
CTS | 58540 | 8064
detailed placement | 57160 | 7991
finish | 58550 | 8068
