`flow/run.sh`:
```
#!/bin/bash
# OpenROAD 26Q1-2900-gdf79404cd8, Yosys 0.63+post, stock flow scripts
make -C /OpenROAD-flow-scripts/flow DESIGN_CONFIG=/design/flow/config.mk WORK_HOME=/design/flow/orfs finish
```
`flow/config.mk`:
```
export PLATFORM = sky130hd
export DESIGN_NAME = matrix_mult
export DESIGN_NICKNAME = matrix_mult
export VERILOG_FILES = /design/flow/design.v
export SDC_FILE = /design/flow/constraint.sdc
export NUM_CORES = 4
export LEC_CHECK = 1
export CORE_UTILIZATION = 50
```
`flow/constraint.sdc`:
```
current_design matrix_mult

set clk_period 9.7
set clk_io_pct 0.2

create_clock -name clk0 -period $clk_period [get_ports {clk}]

set non_clock_inputs [all_inputs -no_clocks]
set_input_delay [expr $clk_period * $clk_io_pct] -clock clk0 $non_clock_inputs
set_output_delay [expr $clk_period * $clk_io_pct] -clock clk0 [all_outputs]
```
`flow/design.v`:
```
`timescale 1ns / 1ns
module matrix_mult (m_out,  
                    m1,     
				    m2, 
				    enable, reset, clk); 
output reg [255:0] m_out;  
input wire [255:0] m1; 
input wire [255:0] m2;
input wire enable, clk, reset;
reg [15:0] mA [3:0][3:0];  
reg [15:0] mB [3:0][3:0];  
reg [15:0] mR [3:0][3:0];  
integer row, col, i;  
integer sum;  
always @ (posedge clk)
  begin
	if(enable)  
	  begin
		for(row = 0; row < 4; row=row+1)  
		  begin
			for(col = 0; col < 4; col=col+1)
			  begin
				mA[row][col] = m1[ (col*16 + row*64) +15 -: 16 ];  
			  end  
		  end  
		for(row = 0; row < 4; row=row+1)  
		  begin
			for(col = 0; col < 4; col=col+1)
			  begin
				mB[row][col] = m2[ (col*16 + row*64) +15 -: 16 ];  
			  end  
		  end  
	    for(row = 0; row < 4; row=row+1)  
	      begin
		    for(col = 0; col < 4; col=col+1)
		      begin
				sum = 0;
		    	for(i = 0; i < 4; i=i+1)
				  begin
				    sum = sum + mA[row][i] * mB[i][col];
					mR[row][col] = sum;
				  end  
		      end  
	      end  
	    for(row = 0; row < 4; row=row+1)  
	      begin
		    for(col = 0; col < 4; col=col+1)
		      begin
		    	m_out[ (col*16 + row*64) +15 -: 16 ] = mR[row][col];
		      end  
	      end  
	  end  
	  else  
	    begin
	      m_out = 256'bz;  
	    end  
  end  
endmodule
```
==> CHANGELOG.md <==
### Metrics

* Rows at 269
* Yosys Chip Area at 271000 um2
* Avg Synthesized Cell Area at just under 9 um2
* Post-placement cell count at 40300
* EDFF count, synth at 0
* CP endpoint: m_out[223]
* Crit path largest cell delay at 0.76 ns
* Antenna Violating Nets Remaining at 0
* Total GRT Usage at 0.583
* Initial antenna violation count at just over 300
* Top-level I/O count at 771
* Period utilisation layout at 0.996
* Logic area at approximately 230000 um2
* First-pass GRT wire length at slightly below 2000000 um
* Slowest stage cell on the critical path: fa_1
* Bufs and invs on worst path at 9
* Crit path from: m1[218]
* Vias post-DR at 223000
* Ys async rst share at 0
* Die Wd at roughly 740 um
* Crit path top cell by count: fa_1
* Path length in cells of the critical path at 25
* Least-Margin Pin Slew at between 1.5 and 2 ns
* Post-synth seq share at 0.0189
* Chip Height at between 700 and 800 um
* Clock sink total at around 260
* GRT Residual Overflow at 0
* Vias/cell at 5.46
* Final Worst Setup Slack at between 0.04 and 0.05 ns
* Dpl hpwl at 1230000 um
* Core area at around 540000 um2
* Violated checks: capacitance limit, slew limit
* Vias in the first global route at between 200k and 250k
* Yosys cell count at between 30000 and 40000
* Clock Tree Buf Depth at 3
* DRC at 0
* Crit end category: flop
* Largest net degree at the start of global routing at roughly 46
* Total of max-cap violations at 1
* Count of final setup violators at 0
* Hold crit path type: input port to flop
* Ys flop type: dfxtp_1
* Drt wl/cell at 35.5 um
* CTS tree: done
* Area taken by flip-flops and latches at just over 5000 um2
* Initial Utilization at 0.503
* Placer Congestion at between 1 and 1.5
* Hold buffer count at cts at 0
* Required time worst endpoint at ~10 ns
* Gate count after technology mapping at slightly above 30000
* I/O Buffers at between 700 and 800
* Depth of the CTS H-tree at 2
* Final Non-Filler Cells at 40800
* Layout area overhead at 15.9%
* Largest register FFs at between 200 and 300
* Type of the worst setup path: input port to flop
* Post-Place Worst Slack at -1.23 ns
* Clock Root Buffer: clkbuf_16
* Stage-log warning count at 29
* Max FO, Critical Path at 6
* TritonCTS Buffers at 37
* Relative slew margins at -0.0895
* Outcome: finished, violations left
* Number of fillers in the final layout at 45500
* Post-synth regs at about 260
* Fmax at 0.104 GHz
* First-pass DRT Iterations at 8
* Synth warn at 5
* Cell Area, Synth at ~270000 um2
* Largest delay contributor family on the critical path: adder cells
* Crit path DAT at ~10 ns
* Detailed Route WL at about 1400000 um
* Share of layout cells above drive strength 1 at 0.108
* Final Max Slew Viols at 2
* Worst setup SP type: input port
* Hold Violations, Final at 0
* Clk pin slew, worst setup/hold paths at about 0.06 ns
* Distinct cells, synth at about 57
* Die ar. at 544000 um2
* Tmin final at ~9.7 ns
* DRT iter0 DRCs at around 15000
## cell type report
cell class | count | area share
diodes | 433 | 0.00345
clock buffers | 44 | 0.00316
clock inverters | 20 | 0.000682
inverters | 8455 | 0.101
multi-input cells | 20600 | 0.725
flip-flops and latches | 256 | 0.0163
well taps | 7181 | 0.0286
repair buffers | 3822 | 0.121
## through the flow
stage	TNS, ns	area [um2]	util	hold slack, ns
2_1_floorplan	0	271000	-	2.20
3_3_place_gp	-34.96	310000	0.576	2.60
3_5_place_dp	-34.48	310000	0.576	2.60
4_1_cts	0	311000	0.578	1.82
5_1_grt	-0.0719	313000	0.582	1.89
6_report	0	314000	0.583	1.88
## routing by layer
| metal | global-route usage | part of all wire |
|---|---|---|
| met3 | 0.360 | 0.15 |
| met2 | 0.783 | 0.42 |
| met4 | 0.590 | 0.14 |
| met1 | 0.601 | 0.29 |
| met5 | 0.0560 | 0.0018 |
## cell usage after synthesis, types with 23 or more instances
| cell type | n | area, um2 |
|---|---|---|
| clkbuf_1 | 1468 | 5510 |
| o21bai_1 | 23 | 173 |
| a21o_1 | 59 | 443 |
| o21ai_0 | 66 | 330 |
| fa_1 | 6240 | 125000 |
| buf_2 | 212 | 1060 |
| xor2_1 | 393 | 3440 |
| xnor2_1 | 1795 | 15700 |
| ha_1 | 2864 | 35800 |
| nor2_1 | 69 | 259 |
| o21a_1 | 36 | 270 |
| a21oi_1 | 126 | 631 |
| dfxtp_1 | 256 | 5120 |
| nand2b_1 | 33 | 206 |
| buf_1 | 58 | 218 |
| and2_1 | 4234 | 26500 |
| inv_1 | 8455 | 31700 |
| nand2_1 | 4516 | 17000 |
## tightest hold or removal path: cells and delay by family
| family | cells | cell delay [ns] |
|---|---|---|
| buffers and inverters | 1 | 0.32 |
| adders and majority gates | 1 | 0.11 |
| and+or+nand+nor | 1 | 0.20 |
## layout by cell type (no fill, tap or decap), types with 17 or more instances in the layout
cell type        instances
inv_1                 8436
fa_1                  6165
nand2_1               4509
and2_1                4231
ha_1                  2863
buf_4                 2399
xnor2_1               1760
buf_12                 656
diode_2                433
clkdlybuf4s50_1        408
xor2_1                 391
dfxtp_1                256
buf_2                  233
a21oi_1                126
fa_2                    75
nor2_1                  69
o21ai_0                 66
a21o_1                  59
buf_6                   55
clkbuf_16               42
dlymetal6s2s_1          40
o21a_1                  36
nand2b_1                33
xnor2_2                 32
o21bai_1                23
nor2b_1                 21
nor3_1                  19
nand3_1                 17
## cell families (layout without fill, tap and decap cells)
kind of cell	count (synthesis)	after routing	share of synthesized area
compound gates	395	395	0.00948
buf+inv	10200	12300	0.143
simple gates	8943	8943	0.164
other cells	0	433	0
fa+ha+maj	9104	9104	0.594
flops	256	256	0.0189
xor+xnor	2190	2190	0.0709
## how the worst min path moves through the flow
stage	start	end	slack, ns	cells past startpoint
5_1_grt	m2[0]	m_out[192]	1.89	3
6_report	m2[0]	m_out[192]	1.88	3
4_1_cts	m2[0]	m_out[192]	1.82	3
## what timing repair did
action / in CTS / in global routing
endpoints found under the hold margin: 0 / 0
setup endpoints to repair: 12 / 24
setup buffers: 0 / 62
pin swaps: 6 / 130
gates resized: 38 / 273
gates cloned: 0 / 5
